[flow/design.v]
`timescale 1ns / 1ps
module wavelet_decomposer (
    input clk,               
    input rst,               
    input [31:0] filtered_ecg,  
    output reg [15:0] D1,    
    output reg [15:0] D2,    
    output reg [15:0] D3,    
    output reg [15:0] D4     
);
    parameter signed [15:0] H0 = 16'sd125,    
                            H1 = 16'sd475,    
                            H2 = 16'sd475,    
                            H3 = 16'sd125;    
    parameter signed [15:0] G0 = -16'sd125,   
                            G1 = 16'sd475,    
                            G2 = -16'sd475,   
                            G3 = 16'sd125;    
    reg signed [31:0] temp_L, temp_H;   
    always @(posedge clk or posedge rst) begin
        if (rst) begin
            D1 <= 16'd0;
            D2 <= 16'd0;
            D3 <= 16'd0;
            D4 <= 16'd0;
        end else begin
            temp_L = (H0 * filtered_ecg[31:16]) + (H1 * filtered_ecg[15:0]) +
                     (H2 * filtered_ecg[31:16]) + (H3 * filtered_ecg[15:0]);
            temp_H = (G0 * filtered_ecg[31:16]) + (G1 * filtered_ecg[15:0]) +
                     (G2 * filtered_ecg[31:16]) + (G3 * filtered_ecg[15:0]);
            D1 <= temp_H[31:16];   
            temp_L = (H0 * temp_L[31:16]) + (H1 * temp_L[15:0]) +
                     (H2 * temp_L[31:16]) + (H3 * temp_L[15:0]);
            temp_H = (G0 * temp_L[31:16]) + (G1 * temp_L[15:0]) +
                     (G2 * temp_L[31:16]) + (G3 * temp_L[15:0]);
            D2 <= temp_H[31:16];
            temp_L = (H0 * temp_L[31:16]) + (H1 * temp_L[15:0]) +
                     (H2 * temp_L[31:16]) + (H3 * temp_L[15:0]);
            temp_H = (G0 * temp_L[31:16]) + (G1 * temp_L[15:0]) +
                     (G2 * temp_L[31:16]) + (G3 * temp_L[15:0]);
            D3 <= temp_H[31:16];
            temp_L = (H0 * temp_L[31:16]) + (H1 * temp_L[15:0]) +
                     (H2 * temp_L[31:16]) + (H3 * temp_L[15:0]);
            temp_H = (G0 * temp_L[31:16]) + (G1 * temp_L[15:0]) +
                     (G2 * temp_L[31:16]) + (G3 * temp_L[15:0]);
            D4 <= temp_H[31:16];
        end
    end
endmodule
[flow/run.sh]
#!/bin/bash
# OpenROAD 26Q1-2900-gdf79404cd8, Yosys 0.63+post, stock flow scripts
make -C /OpenROAD-flow-scripts/flow DESIGN_CONFIG=/design/flow/config.mk WORK_HOME=/design/flow/orfs finish
[flow/config.mk]
export PLATFORM = sky130hd
export DESIGN_NAME = wavelet_decomposer
export DESIGN_NICKNAME = wavelet_decomposer
export VERILOG_FILES = /design/flow/design.v
export SDC_FILE = /design/flow/constraint.sdc
export NUM_CORES = 4
export LEC_CHECK = 1
export CORE_UTILIZATION = 50
[flow/constraint.sdc]
current_design wavelet_decomposer

set clk_period 1.0
set clk_io_pct 0.2

create_clock -name clk0 -period $clk_period [get_ports {clk}]

set non_clock_inputs [all_inputs -no_clocks]
set_input_delay [expr $clk_period * $clk_io_pct] -clock clk0 $non_clock_inputs
set_output_delay [expr $clk_period * $clk_io_pct] -clock clk0 [all_outputs]
==> impl_metrics.json <==
{
  "setup-violations-final": 118,
  "htree_num_levels": 3,
  "fin_setup_tns_ns": -1248.68,
  "vias": 55350,
  "synth_top_cell_by_area": "fa_1",
  "cp_data_required_time_ns": 1.32,
  "async_flop_share_pct": 100.0,
  "floorplan.rows": 145,
  "ys_seq_share_pct": 1.876,
  "hold_buffers": 0,
  "slew_violations": 0,
  "die_w_um": 398.7,
  "syn_to_final_growth_pct": 28.54,
  "antenna_found_initial": 2,
  "crit_slowest_cell": "fa_2",
  "status": "finished with violations",
  "period_needed_ns": 32.73,
  "finalWeightedCongestion": 1.017,
  "layout-drive-gt1-share_pct": 26.92,
  "clock-sinks": 59,
  "syn_area_per_cell_um2": 9.991,
  "fmax_ghz": 0.03055,
  "dr.first_iter.drc_count": 1487,
  "core_area_mm2": 0.1562,
  "viasPerCell": 4.637,
  "grt_usage_pct": 29.92,
  "hold_class": "input port to asynchronous set/reset pin",
  "fill_cells": 12280,
  "crit_fanout": 5,
  "hold_viol_final": 0,
  "tightestPinTransition_ns": 0.5547,
  "critPathBufInv": 37,
  "setup_ws_ns": -31.73,
  "ys.flops": 59,
  "cts_buffers": 9,
  "hold-worst-slack_ns": 0.1665,
  "syn_inst": 7876,
  "die_h_um": 398.7,
  "grt_max_degree": 25,
  "grt_pass1_vias": 62130,
  "finalWirelength_um": 205300,
  "top_cells_by_count": "3034 x inv_1, 1952 x fa_1, 1377 x ha_1, 212 x xnor2_1, 179 x a21oi_1",
  "cpPeakStageDelay_ns": 0.64,
  "area_leaders": "fa_1 50%, ha_1 22%, inv_1 14%, xnor2_1 2.4%, dfrtp_1 1.9%",
  "io_pins": 98,
  "warning_count": 143,
  "crit_path_end_kind": "flop",
  "portBuffers": 92,
  "drv_cap": 0,
  "edf_count": 0,
  "detailed_place_hpwl_um": 193900,
  "slew_headroom_pct": 62.76,
  "start_kind": "input port",
  "ys_area_mm2": 0.07869,
  "cts_tree": "done",
  "path_delay_family": "adder cells",
  "crit_path_frequent_cell": "fa_1",
  "grt_pass1_wl_um": 334900,
  "layoutNonFillerInstCount": 11940,
  "clock_tree.root_cell": "clkbuf_16",
  "yosys.area.top_type_share_pct": 49.66,
  "rsz0062_at_grt": "true",
  "yosys_cells": 7876,
  "placed_cells_incl_taps": 11800,
  "ant_nets": 0,
  "clkTransAtPathRegs_ns": 0.09,
  "most_common_cell": "inv_1",
  "synth.distinct_cells": 84,
  "yosysWarnings": 1,
  "dieArea_mm2": 0.1590,
  "cts_buffer_depth": 2,
  "crit_arrival_ns": 33.05,
  "crit_type": "input port to flop",
  "drcViolationCount": 0,
  "grt-ovfl-total": 0,
  "ff_type": "dfrtp_1",
  "firstDrtPassIters": 5,
  "wire_per_inst_um": 17.20,
  "violations": "negative setup slack",
  "syn-cell-area_mm2": 0.07869,
  "post-route-period-util_pct": 3273,
  "fp-utilization_pct": 50.37
}
[final timing paths]
check | start | slack, ns | endpoint | cells past startpoint
max | filtered_ecg[1] | -31.73 | D4[12]$_DFF_PP0_ | 137
min | rst | 0.17 | D1[11]$_DFF_PP0_ | 3
max in group asynchronous | rst | 0.52 | D4[7]$_DFF_PP0_ | 3
min in group clk0 | D4[9]$_DFF_PP0_ | 1.01 | D4[9] | 1
[flip-flops by register name (all words and copies together) (netlist names)]
signal / flops
D2: 15
D3: 14
D4: 14
D1: 16
[cell families after synthesis]
kind of cell             count (synthesis)  synth area share, %
buffers and inverters                 3052                14.58
flip-flops                              59                1.876
AND-OR/OR-AND                          592                5.026
multiplexers                             6              0.08109
XOR/XNOR                               336                3.800
other                                    1             0.004766
AND/OR/NAND/NOR                        501                3.070
adder cells (fa/ha/maj)               3329                71.56
[metrics by stage]
stage / setup slack [ns] / cell area (um^2) / utilization, %
4_1_cts: -31.83 / 99950 / 63.99
6_report: -31.73 / 101100 / 64.75
3_5_place_dp: -33.61 / 97270 / 62.27
3_3_place_gp: -33.49 / 97270 / 62.27
2_1_floorplan: -31.26 / 80200 / -
5_1_grt: -32.91 / 101100 / 64.75
[layout by cell type (no fill, tap or decap), types with 21 or more instances in the layout]
master / count
a21o_1: 115
a21oi_1: 97
a21oi_2: 66
a21oi_4: 21
buf_12: 28
buf_4: 1847
buf_6: 31
clkbuf_2: 40
clkdlybuf4s50_1: 22
dfrtp_1: 53
fa_1: 1918
fa_2: 34
ha_1: 1243
ha_4: 121
inv_1: 2922
inv_2: 102
nand2_1: 90
nand2b_1: 32
nand3_1: 42
nor2_1: 121
nor2_2: 21
nor2b_1: 21
nor3_1: 56
o21a_1: 33
o21ai_0: 33
o21ai_1: 23
o21ai_2: 24
o21bai_1: 30
xnor2_1: 147
xnor2_2: 46
xor2_1: 96
[per-layer routing]
layer / track usage [%] / vias to the layer above / routed length (um)
li1: - / 26920 / -
met3: 14.02 / 116 / 22670
met5: 0.6961 / - / 144
met1: 46.01 / 27070 / 87810
met2: 42.63 / 1234 / 91040
met4: 3.558 / 6 / 3599
[timing repair]
item,in CTS,in global routing
setup endpoints to repair,118,118
pin swaps,242,201
resized,456,290
setup buffers,83,47
[area by class of cell]
cell class | instances | area [um^2] | share of cell area (%)
Multi-Input combinational cell | 4769 | 69950 | 69.16
Timing Repair Buffer | 1999 | 15440 | 15.26
Sequential cell | 59 | 1484 | 1.467
Tap cell | 2058 | 2575 | 2.546
Inverter | 3034 | 11420 | 11.29
Clock buffer | 9 | 225.2 | 0.2227
Clock inverter | 7 | 52.55 | 0.05195
Antenna cell | 1 | 2.502 | 0.002474
