--- design/flow/constraint.sdc ---
current_design fir_lpf

set clk_period 13.0
set clk_io_pct 0.2

create_clock -name clk0 -period $clk_period [get_ports {clk}]

set non_clock_inputs [all_inputs -no_clocks]
set_input_delay [expr $clk_period * $clk_io_pct] -clock clk0 $non_clock_inputs
set_output_delay [expr $clk_period * $clk_io_pct] -clock clk0 [all_outputs]
--- design/flow/config.mk ---
export PLATFORM = sky130hd
export DESIGN_NAME = fir_lpf
export DESIGN_NICKNAME = fir_lpf
export VERILOG_FILES = /design/flow/design.v
export SDC_FILE = /design/flow/constraint.sdc
export NUM_CORES = 4
export LEC_CHECK = 1
export CORE_UTILIZATION = 50
--- design/flow/run.sh ---
#!/bin/bash
# OpenROAD 26Q1-2900-gdf79404cd8, Yosys 0.63+post, stock flow scripts
make -C /OpenROAD-flow-scripts/flow DESIGN_CONFIG=/design/flow/config.mk WORK_HOME=/design/flow/orfs finish
--- design/flow/design.v ---
`timescale 1ns/1ps
module fir_lpf (
    input clk,                      
    input reset,                    
    input enable,                    
    input signed [31:0] out_ecg,     
    output reg signed [31:0] filtered_ecg  
);
    parameter signed [31:0] COEF0 = 32'h00000800;  
    parameter signed [31:0] COEF1 = 32'h00001800;  
    parameter signed [31:0] COEF2 = 32'h00002800;  
    parameter signed [31:0] COEF3 = 32'h00003800;  
    parameter signed [31:0] COEF4 = COEF3;  
    parameter signed [31:0] COEF5 = COEF2;  
    reg signed [31:0] delay_line [5:0];
    wire signed [31:0] prod0, prod1, prod2, prod3, prod4, prod5;
    assign prod0 = (delay_line[0] >>> 5);  
    assign prod1 = (delay_line[1] >>> 4) + (delay_line[1] >>> 6);  
    assign prod2 = (delay_line[2] >>> 3) + (delay_line[2] >>> 6);  
    assign prod3 = (delay_line[3] >>> 2) + (delay_line[3] >>> 6);  
    assign prod4 = prod3;  
    assign prod5 = prod2;  
    always @(posedge clk or posedge reset) begin
        if (reset) begin
            delay_line[0] <= 32'b0;
            delay_line[1] <= 32'b0;
            delay_line[2] <= 32'b0;
            delay_line[3] <= 32'b0;
            delay_line[4] <= 32'b0;
            delay_line[5] <= 32'b0;
            filtered_ecg <= 32'b0;
        end else if (enable) begin
            delay_line[5] <= delay_line[4];
            delay_line[4] <= delay_line[3];
            delay_line[3] <= delay_line[2];
            delay_line[2] <= delay_line[1];
            delay_line[1] <= delay_line[0];
            delay_line[0] <= out_ecg;
            filtered_ecg <= prod0 + prod1 + prod2 + prod3 + prod4 + prod5;
        end
    end
endmodule
==> results_dict.tcl <==
# implementation run metrics
set metrics [dict create \
    outcome "finished, final reports clean" \
    rows 56 \
    fillers 2041 \
    clock_latency_ns 0.42 \
    fin_tns_setup_ns 0 \
    cts_root_buffer "clkbuf_16" \
    crit_fanout 5 \
    h-tree-depth 4 \
    ys_cells 1189 \
    mux_area_share_pct 10.4 \
    gp_congestion 0.896 \
    ys.flops 152 \
    die_w_um 158 \
    fp_util_pct 51.2 \
    syn-cell-area_mm2 0.0121 \
    fin_crit_sh_pct 52.6 \
    place_area_mm2 0.0130 \
    fin_util_pct 57.8 \
    coreArea_mm2 0.0236 \
    antenna_found_initial 0 \
    hp-class "flop to flop" \
    layout_min_cycle_time_ns 6.84 \
    ys_top_logic_family "adder cells" \
    slew_headroom_pct 53.2 \
    ys_warn_count 2 \
    dp_hpwl_um 20300 \
    required_ns 13.27 \
    grt_pass1_wl_um 42800 \
    wl_um 25600 \
    gr-usage-all-layers_pct 23.5 \
    ctsHoldBuffers 0 \
    die_height_um 158 \
    timing.critical_path.to_type "flop" \
    ys_chip_area_mm2 0.0121 \
    synth_cells 1189 \
    cts_buffer_depth 2 \
    rsz0062_at_grt "false" \
    xor_share_pct 5.94 \
    routed-via-count 8324 \
    numPortBuffers 64 \
    mostFrequentLayoutCells "dfrtp_1 (152), inv_1 (140), mux2_2 (111)" \
    synth-edff-count 0 \
    simple_gate_area_share_pct 8.27 \
    cts_resized 0 \
    crit_arrival_ns 7.12 \
    worst_slew_pin_slew_ns 0.701 \
    layout.cells.most_common "dfrtp_1" \
    drc 0 \
    crit_path_start_kind "flop" \
    syn2layout_area_growth_pct 12.7 \
    fmax_mhz 146 \
    ant_nets 0 \
    ys_seq_share_pct 31.4 \
    grt_pass1_vias 8161 \
    finClkSkew_ns 0.0123 \
    maxSlewViolCount 0 \
    io_pins 67 \
    grt_max_degree 82 \
    fin_area_mm2 0.0136 \
    fa_ha_area_share_pct 24.1 \
    maxCapViolCount 0 \
    die_area_mm2 0.0248 \
    dr.pass1.iters 5 \
    routedWlPerCell_um 16.3 \
    setup_viol 0 \
    ff_type "dfrtp_1" \
    clock_sinks 152 \
    drive_above_1_share_pct 13.6 \
    insertedDiodeCount 0 \
    synthArstFlopShare_pct 100 \
    synth-compound-area-share_pct 14.4 \
    avgSynthCellArea_um2 10.2 \
    overflow 0 \
    initialDrtViolationCount 387 \
    worst-setup-path-type "flop to flop" \
    vias_per_cell 5.29 \
    openroad.warnings 27 \
    synth_cell_type_count 68 \
    post_cts_buffers 0 \
    clk_pin_slew_worst_paths_ns 0.06 \
    final-hold-violation-count 0 \
    cts_buffers 17 \
    cts_tree "yes" \
]
[layer usage]
metal | GRT usage (%) | vias up | part of all wire [%]
li1 | - | 4221 | -
met1 | 42.1 | 3931 | 54
met2 | 30.2 | 165 | 38
met3 | 6.92 | 7 | 6.9
met4 | 1.57 | 0 | 0.76
met5 | 0 | - | 0
[sequential cells by signal, indices dropped and copies added, names as in the netlist]
name,cells
delay_line,120
filtered_ecg,32
[worst max-delay path: stages (launching register included)]
cell and delay (ns):
dfrtp_1 0.43, ha_1 0.27, fa_1 0.44, a211oi_1 0.37, nor3_1 0.12, o21ai_0 0.40
nor3_1 0.11, a211oi_1 0.47, nand3b_1 0.19, nand2_1 0.07, xor2_1 0.35, fa_1 0.51
fa_1 0.51, inv_1 0.05, fa_1 0.50, inv_1 0.04, ha_1 0.36, nand2_1 0.15
o21ai_0 0.13, nand2b_1 0.17, o31a_2 0.36, a21oi_1 0.28, o21ai_0 0.17, xnor2_1 0.18
a21oi_1 0.08
[final cells by class]
type	count	area [µm²]	area share [%]
Multi-Input combinational cell	862	7630	56.0
Sequential cell	152	3800	27.9
Timing Repair Buffer	68	672	4.93
Inverter	141	534	3.92
Clock buffer	17	425	3.12
Tap cell	319	399	2.93
Clock inverter	15	168	1.23
[cells by family after synthesis]
kind of cell             count (synthesis)
AND-OR/OR-AND                          272
multiplexers                           112
buffers and inverters                  175
adder cells (fa/ha/maj)                180
AND/OR/NAND/NOR                        216
flip-flops                             152
XOR/XNOR                                82
[Yosys cell counts (all sizes together) (3+ instances only)]
master,count,area [µm²]
a211oi,19,160
nor4,3,25.0
inv,141,529
mux2,111,1250
a2111oi,4,61.3
o31ai,3,32.5
nor3,13,65.1
buf,3,16.3
nor2,49,189
or3,3,18.8
nand2b,11,68.8
and3,3,20.0
clkbuf,31,116
a211o,4,35.0
o21ai,80,400
o31a,5,53.8
fa,88,1760
o21a,12,91.3
nand2,91,342
a21oi,83,427
nand3,15,75.1
ha,92,1150
o21bai,10,75.1
xnor2,59,517
a21o,23,174
nand4,12,81.3
nand3b,4,30.0
dfrtp,152,3800
o211ai,8,60.1
a31oi,6,37.5
nor2b,6,37.5
xor2,23,201
[stage by stage]
step	instances	hold slack [ns]	setup WS, ns
global route	1574	0.517	5.76
CTS	1574	0.488	6.21
global placement	1542	0.472	6.25
finish	1574	0.481	6.16
floorplan	1189	0.430	6.31
detailed placement	1542	0.472	6.25
[final timing paths]
check,from,endpoint,slack [ns],depth (start not counted)
worst max-delay path,delay_line[3][6]$_DFFE_PP0P_,filtered_ecg[31]$_DFFE_PP0P_,6.16,24
worst min-delay path,filtered_ecg[0]$_DFFE_PP0P_,filtered_ecg[0]$_DFFE_PP0P_,0.48,2
worst max register to register,delay_line[3][6]$_DFFE_PP0P_,filtered_ecg[31]$_DFFE_PP0P_,6.16,24
worst min register to register,filtered_ecg[0]$_DFFE_PP0P_,filtered_ecg[0]$_DFFE_PP0P_,0.48,2
max in group asynchronous,reset,delay_line[1][26]$_DFFE_PP0P_,8.73,4
min in group asynchronous,reset,delay_line[3][5]$_DFFE_PP0P_,2.60,2
