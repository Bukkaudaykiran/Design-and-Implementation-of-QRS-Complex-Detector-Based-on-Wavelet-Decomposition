==> flow/design.v <==
module ecg_clt_32bit (
    input  wire        clk,       
    input  wire        rst,       
    output reg  [31:0] out_ecg    
);
    reg [31:0] sum;  
    reg [31:0] rand1, rand2, rand3, rand4;  
    always @(posedge clk or posedge rst) begin
        if (rst) begin
            sum     <= 32'h00000000;  
            out_ecg <= 32'h00000000;
            rand1   <= 32'h00000001;
            rand2   <= 32'h00000002;
            rand3   <= 32'h00000003;
            rand4   <= 32'h00000004;
        end else begin
            rand1 <= rand1 + 32'h00000031;
            rand2 <= rand2 + 32'h0000001C;
            rand3 <= rand3 + 32'h00000027;
            rand4 <= rand4 + 32'h0000000D;
            sum <= rand1 + rand2 + rand3 + rand4;
            out_ecg <= sum;
        end
    end
endmodule
==> flow/run.sh <==
#!/bin/bash
# OpenROAD 26Q1-2900-gdf79404cd8, Yosys 0.63+post, stock flow scripts
make -C /OpenROAD-flow-scripts/flow DESIGN_CONFIG=/design/flow/config.mk WORK_HOME=/design/flow/orfs finish
==> flow/config.mk <==
export PLATFORM = sky130hd
export DESIGN_NAME = ecg_clt_32bit
export DESIGN_NICKNAME = ecg_clt_32bit
export VERILOG_FILES = /design/flow/design.v
export SDC_FILE = /design/flow/constraint.sdc
export NUM_CORES = 4
export LEC_CHECK = 1
export CORE_UTILIZATION = 30
==> flow/constraint.sdc <==
current_design ecg_clt_32bit

set clk_period 8.8
set clk_io_pct 0.2

create_clock -name clk0 -period $clk_period [get_ports {clk}]

set non_clock_inputs [all_inputs -no_clocks]
set_input_delay [expr $clk_period * $clk_io_pct] -clock clk0 $non_clock_inputs
set_output_delay [expr $clk_period * $clk_io_pct] -clock clk0 [all_outputs]
==> CHANGELOG.md <==
### Changed

- Total inserted antenna cells: 0
- CP Class: reg2reg
- PD cells: 144.0 mW/mm2
- Clock skew: 9.291 ps
- Top cell excl fill/tap: dfrtp_1
- Max H-tree Level: 4
- Number of global-route vias before repair: 6344
- Initial antenna violation count: 0
- Clock Tree Root: clkbuf_16
- Overall Global Routing Usage: 0.1116
- RSZ-0062 raised after global routing: no
- Mapped Area: 0.01025 mm2
- Final worst-path cycle share: 0.4185
- Slew Limit Fails: 0
- Stages on the worst setup path: 12
- Layout cells sized above 1: 0.05030
- GR Overflow Total: 0
- WL/cell: 12.31 um
- Slowest CP cell: fa_1
- Post-route setup TNS: 0 ps
- Pre-Place Util: 0.3049
- Hold slack: 347.4 ps
- Worst Tran Pin Value: 738.4 ps
- Hold Crit Depth: 0
- Avg Vias per Cell: 4.318
- Core Util, Final: 0.3499
- CP delay by family, top: AND-OR/OR-AND gates
- Fin. Hold Viols: 0
- Die Y: 186.9 um
- Synth Warn #: 1
- Final Wtd Congestion: 0.8870
- Drt drc: 0
- Port Buffers: 33
- Setup crit end kind: flop
- Max Used Layer: met4
- Postcts setup bufs: 0
- Max cap viols: 0
- Outcome: finished clean
- Die area: 0.03491 mm2
- OpenROAD warning count: 25
- Site Rows: 67
- Worst Reg-to-Reg Cells: 12
- Layout area overhead: 14.73%
- Critical-path cell list: inv_1 > fa_1 > fa_1 > inv_1 > ha_1 > nor2b_1 > o31ai_1 > a21oi_1 > o31a_1 > o31a_1 > a311oi_2 > xnor2_1
- Clk latency late pin: 430 ps
- Avg Cell Area, Syn: 10.78 um2
- Worst-path clk slew: 70 ps
- Worst hold path class: reg2reg
- FF+latch count, synth: 190
- Post-Syn Instances: 951
- Critical Path AT: 4040 ps
- Met2 WL post-DR: 7661 um
- Slew margin rel.: 0.5078
- Largest net degree at the start of global routing: 89
- Post-layout minimum cycle time: 3683 ps
- Startpoint Class: flop
- Unique cell types: 55
- F_max: 0.2716 GHz
- CTS max path bufs: 2
- Critical path buffers and inverters: 2
- CTS tree: yes
- Ys async rst share: 1.000
- Worst VDD drop: 0.1369 mV
- Via count: 6313
- CTS Buf Count: 17
- Clock sink count: 190
- Core Box Area: 0.03362 mm2
- Post-CTS Resized: 0
- Slowest cell delay on critical path: 520 ps
- Most common logic cells in the final layout: dfrtp_1 (186), inv_1 (177), xnor2_1 (134)
- CTS hold repair buffers: 0
- M1 wire length: 9118 um
- Most used flip-flop cell: dfrtp_1
- Leakage: 5.190 nW
- First drt pass iteration count: 5
- # setup viols final: 0
- Yosys Chip Area: 0.01025 mm2
- Synth Seq Share: 0.4643
- DRT antenna net count: 0
- Worst EP required: 9150 ps
- First-pass GRT wire length: 31010 um
- DP Wirelength: 13450 um
- DIE WIDTH: 186.9 um
- Post-synth EDFFs: 0
- Final wirelength: 18000 um
- Top Ports: 34
- # Cells Yosys: 951
- DR iter-0 viols: 324
- Met3 Routed Length: 949 um
- CP Max Fanout: 4
path summary, 6_finish.rpt:
path                           from     endpoint  slack (ps)
hold reg to reg             sum[16]  out_ecg[16]         350
hold / removal              sum[16]  out_ecg[16]         350
setup / recovery           rand2[4]      sum[30]        5120
min in group asynchronous       rst       sum[6]        1820
max in group asynchronous       rst    rand1[28]        5790
setup reg to reg           rand2[4]      sum[30]        5120
state kept, by name, indices dropped and copies added, names as in the netlist:
name / count
sum: 32
out_ecg: 32
rand3: 32
rand1: 32
rand2: 30
rand4: 32
metal layers:
layer  vias to the layer above  global-route usage
met5                         -                   0
met4                         0             0.01419
met3                        15             0.02701
met2                       124              0.1645
met1                      3030              0.1775
li1                       3144                   -
layout make-up:
type | instances | area, um2
inverter | 185 | 701.9
clock buffer | 19 | 452.9
multi-input combinational | 572 | 4775
sequential | 190 | 4760
clock inverter | 12 | 158.9
timing repair buffer | 36 | 352.8
fill | 3223 | 21850
tap | 448 | 560.5
cells by family after synthesis:
family / Yosys count / synth area share
flops: 190 / 0.4643
mux: 1 / 0.001098
xor+xnor: 146 / 0.1247
compound gates: 92 / 0.05956
buf+inv: 189 / 0.06994
fa+ha+maj: 95 / 0.1606
simple gates: 238 / 0.1197
where the power goes:
part	switching, W	internal (W)
combinational	0.0000166	0.00000115
sequential	0	0.000873
clock	0.000339	0.000464
cells in the mapped netlist, drive strengths merged (2+ instances only):
cell,number,area share
a211o,3,0.0026
a211oi,3,0.0022
a21boi,2,0.0015
a21o,16,0.012
a21oi,28,0.014
a311oi,2,0.0023
a31oi,3,0.0018
a41o,2,0.0020
and2,6,0.0037
and2b,2,0.0015
and3,8,0.0049
and4,3,0.0026
clkbuf,3,0.0011
dfrtp,186,0.45
dfstp,4,0.010
fa,61,0.12
ha,34,0.041
inv,185,0.068
nand2,48,0.018
nand2b,4,0.0024
nand3,46,0.022
nand4,24,0.015
nor2,38,0.014
nor2b,10,0.0061
nor3,26,0.013
nor3b,2,0.0015
nor4,10,0.0079
o21a,6,0.0044
o21ai,14,0.0068
o21bai,2,0.0015
o31a,2,0.0017
o31ai,2,0.0015
or3,6,0.0037
xnor2,134,0.11
xor2,12,0.010
worst reg2reg max path: cells and delay by family, from the launching register on:
kind                     cells  cell delay [ps]
AND-OR/OR-AND                5             1450
flip-flops                   1              400
AND/OR/NAND/NOR              1              160
adder cells (fa/ha/maj)      3             1330
XOR/XNOR                     1              140
buffers and inverters        2              120
through the flow:
step / area (um2) / std cells / worst slack, ps / total power (W)
detailed placement: 11150 / 1431 / 5064 / 0.0009090
global placement: 11150 / 1431 / 5116 / 0.0009091
global route: 11760 / 1462 / 4844 / 0.001754
finish: 11760 / 1462 / 5117 / 0.001694
floorplan: 10250 / 951 / 1876 / 0.0009025
CTS: 11760 / 1462 / 5059 / 0.001719
Power is estimated from default activity; no workload was simulated.
